$ cat design.v
module PulseIntervalDetector
#(
parameter
OutDepth=32
)(
input clk,
input rst,
input pulse,
output [OutDepth-1:0]intervalValue,
output ready
  );
reg [OutDepth-1:0]regIntervalValue;
assign intervalValue=regIntervalValue;
reg [OutDepth-1:0]countValue;
reg [1:0]pulse_shiftReg;
always@(posedge clk)begin
  if(rst)begin
    countValue<=0;
    regIntervalValue<=0;
  end else begin
    pulse_shiftReg <= {pulse_shiftReg[0],pulse};
    if( pulse_shiftReg == 2'b10 )begin
      regIntervalValue <= countValue;
      countValue<=0;
    end else begin
      countValue<=countValue+1;
    end
  end
end
wire pulseStable =(pulse_shiftReg == 2'b00);
reg preReady;
assign ready = pulseStable & ~preReady;
always@(posedge clk)begin
  preReady <= pulseStable;
end
endmodule
$ cat run.sh
#!/bin/bash
# OpenROAD 26Q1-2900-gdf79404cd8, Yosys 0.63+post, stock flow scripts
make -C /OpenROAD-flow-scripts/flow DESIGN_CONFIG=/design/flow/config.mk WORK_HOME=/design/flow/orfs finish
$ cat config.mk
export PLATFORM = sky130hd
export DESIGN_NAME = PulseIntervalDetector
export DESIGN_NICKNAME = PulseIntervalDetector
export VERILOG_FILES = /design/flow/design.v
export SDC_FILE = /design/flow/constraint.sdc
export NUM_CORES = 4
export LEC_CHECK = 1
export CORE_UTILIZATION = 50
$ cat constraint.sdc
current_design PulseIntervalDetector

set clk_period 4.7
set clk_io_pct 0.2

create_clock -name clk0 -period $clk_period [get_ports {clk}]

set non_clock_inputs [all_inputs -no_clocks]
set_input_delay [expr $clk_period * $clk_io_pct] -clock clk0 $non_clock_inputs
set_output_delay [expr $clk_period * $clk_io_pct] -clock clk0 [all_outputs]
==> out/qor.yml <==
outcome: "finished clean"
regToRegSetupSlack_ns: 2.44
clock_sinks: 67
endpoint_kind: "flip-flop"
grt-ovfl-total: 0
ir_drop_v: 0.000174
grt_max_degree: 34
core_um2: 5110
grt.total_usage_pct: 20.6
drtIter0Drc: 105
final-max-slew-violation-count: 0
skew_ns: 0.00526
timing.rr.end: "countValue[27]"
rows: 26
vias: 2191
grt_pass1_vias: 1822
place_congestion: 0.757
r2r-start: "countValue[4]"
drt_drc_violations_left: 0
arrival_ns: 2.69
n_antenna_cell: 0
p_leak_nw: 0.981
yosys_area_um2: 2660
yosys-top-cells-count: "nand2_1 (74), dfxtp_1 (65), a21oi_1 (50)"
edf_count: 2
syn_avg_cell_area_um2: 8.38
cp_cell_sequence: "clkdlybuf4s50_1 > buf_4 > inv_1 > nand2_1 > buf_4 > a21oi_1"
insertion_delay_ns: 0.33
post_cts_buffers: 0
fmax_ghz: 0.404
cp.depth: 6
crit_fanout: 33
hold_class: "flip-flop to flip-flop"
die_h_um: 74.9
finalHoldViolCount: 0
cts_tree: "yes"
wire_per_inst_um: 12.3
crit_slowest_cell: "clkdlybuf4s50_1"
startpoint_type: "primary input"
crit_family: "buffers and inverters"
fin_crit_ns: 2.48
worstPathRequired_ns: 4.91
die_w_um: 74.9
synthFlopType: "dfxtp_1"
cts_root_buf: "clkbuf_8"
antenna_found_initial: 0
numSynthFlops: 67
synth.most_common_cell: "nand2_1"
ant_nets: 0
ctsLongestPathBuffers: 2
cts_resized: 0
cts_hold_buf: 0
rsz0062_at_grt: "false"
netlist.area_leader.share_pct: 49.0
cts_buffers: 9
clkTransAtPathRegs_ns: 0.07
synth_area_um2: 2660
drtPass1Iterations: 4
pin_count: 36
critPathLaunch: "rst"
cpPeakStageDelay_ns: 0.45
final_core_util_pct: 62.3
yosys_cells: 317
crit_buf_inv: 4
path_common_cell: "buf_4"
h-tree-depth: 3
die_area_um2: 5610
relSlewSlack_pct: 60.2
fin_crit_sh_pct: 52.7
areaGrowthSynthToFinish_pct: 19.8
warnings: 26
cap_violations: 0
drive_gt1_share_pct: 6.57
path_class: "primary input to flip-flop"
endpoint: "countValue[16]"
finalSetupViolCount: 0
routed_via_density: 5.22
async_flop_share_pct: 0
portBuffers: 35
area_leaders: "dfxtp_1 (49%), nand2_1 (10%), a21oi_1 (9.4%)"
synth.distinct_cells: 32
rr_worst_depth: 4
worstMarginPinSlew_ns: 0.596
initCoreUtil_pct: 52.0
grt_first_pass_wirelength_um: 8630
yosys_warnings: 1
netlist_instances: 317
synth_area_leader_cell: "dfxtp_1"
wirelength_um: 5180
power_density_nw_per_um2: 314
tns_ns: 0
ys_seq_share_pct: 51.2
hpwl_um: 3190
## worst min-delay path by stage
stage	from	slack [ns]	to	depth (start not counted)
finish	regIntervalValue[7]	0.45	regIntervalValue[7]	2
global route	regIntervalValue[26]	0.47	regIntervalValue[26]	2
CTS	regIntervalValue[27]	0.46	regIntervalValue[27]	2
## worst reg2reg max path, stage by stage (launching register included)
cell     delay [ns]
dfxtp_1        0.48
nand4_4        0.20
or4_1          0.82
or4_1          0.55
a21oi_1        0.15
## through the flow
| step | cell area, um2 | total power [mW] | hold WS, ns | cells | worst slack [ns] |
|---|---|---|---|---|---|
| detailed placement | 3030 | 0.628 | 0.446 | 404 | 1.88 |
| finish | 3180 | 1.00 | 0.452 | 420 | 2.22 |
| global route | 3180 | 1.04 | 0.472 | 420 | 2.05 |
| global placement | 3030 | 0.627 | 0.441 | 404 | 1.94 |
| floorplan | 2660 | 0.615 | 0.422 | 317 | 2.81 |
| CTS | 3180 | 1.01 | 0.456 | 420 | 2.25 |
## cell families (layout without fill, tap and decap cells)
logic type               Yosys count  count (layout)  synth area share, %
AND-OR/OR-AND                     68              68                 13.7
buffers and inverters             27              60                 4.43
adder cells (fa/ha/maj)            1               1                0.471
flip-flops                        67              67                 51.2
AND/OR/NAND/NOR                  142             142                 26.2
XOR/XNOR                          12              12                 3.95
## layer usage
metal	routed length (um)	part of all wire, %	track usage, %
met5	0	0	0
met4	76	1.5	3.14
met3	274	5.3	5.02
met2	2030	39	27.5
met1	2800	54	35.6
## layout make-up
cell class              count  area (um2)
well taps                  70        87.6
multi-input cells         223        1180
clock buffers              13         139
clock inverters             3        15.0
repair buffers             39         380
flip-flops and latches     67        1360
fillers                   444        1920
inverters                   5        18.8
## placed cells by master, fill, tap and decap left out, types with 2 or more instances in the layout
cell type	n
a21oi_1	50
and3_1	2
and4_1	3
buf_4	4
clkbuf_1	4
clkbuf_8	9
clkdlybuf4s50_1	35
clkinv_2	3
dfxtp_1	65
edfxtp_1	2
inv_1	5
nand2_1	74
nand3_1	9
nand4_1	7
nor2_1	15
nor3_1	5
nor4_1	2
o21ai_0	9
o31ai_1	8
or3_1	6
or3_2	3
or4_1	10
xnor2_1	8
xor2_1	4
## registers in the layout (all words and copies together), names as in the netlist
signal            cells
preReady              1
countValue           32
pulse_shiftReg        2
regIntervalValue     32
## report_power, final
group	internal, mW	switching, mW
Combinational	0.00958	0.0250
Clock	0.190	0.197
Sequential	0.575	0.00438
Total	0.774	0.226
Power is estimated from default activity; no workload was simulated.
